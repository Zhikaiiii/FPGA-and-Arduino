<file path="design/flow/design.v">
module timer(able, direc, clk1, clear, to_fin, play_twice, minute1, minute0, second1, second0, finish);
input able;
input direc;
input clk1;
input clear;
input to_fin;
input play_twice;
output reg [3:0] minute1;
output reg [3:0] minute0;
output reg [3:0] second1;
output reg [3:0] second0;
output reg finish = 1;
reg [7:0] minute;
reg [7:0] second;
reg [15:0] lasttime;
always@(posedge clk1)
begin	
	if(clear == 1)
	begin
		lasttime = 0;
		minute = 0;
		second = 0;
		finish = 0;
	end
	else 
	begin
		if(able == 0)
		begin
			finish = 0;
			if(to_fin == 1)
			begin
				minute = lasttime/100;
				second = lasttime - minute*100;
			end
		end
		else if(able == 1 && finish == 0)
		begin
			if(direc == 0 && play_twice == 0)
			begin
				if(second < 59)
					second = second + 1;
				else if(second == 59)
				begin
					second = 0;
					minute = minute + 1;
				end
				lasttime = minute*100+second;
			end
			else if(direc == 0 && play_twice == 1)
			begin
				if(lasttime == minute*100 + second )
					finish = 1;
				else if(second == 59)
				begin
					second = 0;
					minute = minute + 1;
				end
				else
					second = second + 1;
			end
			else if(direc == 1)
			begin
				if(minute == 0 && second == 0)
				begin
					finish = 1;
					minute = lasttime/100;
					second = lasttime - minute*100;
				end
				else if(second == 0)
				begin
					second = 59;
					minute = minute - 1;
				end
				else 
					second = second - 1;
			end
		end
	end
end
always@(minute)
begin
	minute1 = minute/10;
	minute0 = minute-10*minute1;
end
always@(second)
begin
	second1 = second/10;
	second0 = second-10*second1;
end
endmodule
</file>
<file path="design/flow/constraint.sdc">
current_design timer

set clk_period 18.0
set clk_io_pct 0.2

create_clock -name clk0 -period $clk_period [get_ports {clk1}]

set non_clock_inputs [all_inputs -no_clocks]
set_input_delay [expr $clk_period * $clk_io_pct] -clock clk0 $non_clock_inputs
set_output_delay [expr $clk_period * $clk_io_pct] -clock clk0 [all_outputs]
</file>
<file path="design/flow/config.mk">
export PLATFORM = sky130hd
export DESIGN_NAME = timer
export DESIGN_NICKNAME = timer
export VERILOG_FILES = /design/flow/design.v
export SDC_FILE = /design/flow/constraint.sdc
export NUM_CORES = 4
export LEC_CHECK = 1
export CORE_UTILIZATION = 50
</file>
<file path="design/flow/run.sh">
#!/bin/bash
# OpenROAD 26Q1-2900-gdf79404cd8, Yosys 0.63+post, stock flow scripts
make -C /OpenROAD-flow-scripts/flow DESIGN_CONFIG=/design/flow/config.mk WORK_HOME=/design/flow/orfs finish
</file>
==> results.rst <==
Metrics
=======

.. list-table::
   :header-rows: 1

   * - Metric
     - Value
   * - Synth Warn #
     - 1
   * - Number of nets with antenna violations after routing
     - 0
   * - Cell Count Post-Placement
     - 1330
   * - Total negative slack
     - 0 ns
   * - Power share of the combinational group
     - 88.0%
   * - Maximum vdd drop
     - 0.0002597 V
   * - FF+latch count, synth
     - 33
   * - Final RePlAce weighted congestion
     - 0.9623
   * - Initial cell density of the core
     - 51.81%
   * - Root buffer cell
     - clkbuf_16
   * - Maximum clock insertion buffer count
     - 2
   * - Std-Cell Core Area
     - 16060 um2
   * - Number of setup violations in the final report
     - 0
   * - First-pass GRT wire length
     - 37630 um
   * - CTS tree
     - done
   * - Setup Buffers After CTS
     - 0
   * - Non-filler instance count after layout
     - 1336
   * - WS Path Type
     - reg -> out
   * - Relative max-transition margin
     - 45.28%
   * - Area leader share
     - 15.79%
   * - Clock edge transition at the registers on the reported setup and hold paths
     - 0.05 ns
   * - Yosys stat area
     - 8319 um2
   * - Clock sink total
     - 33
   * - # IOs
     - 23
   * - Part of the power in the clock network
     - 4.6%
   * - Slew @ Worst Pin
     - 0.8182 ns
   * - Power per standard cell area
     - 203.4 nW/um2
   * - Post-layout minimum cycle time
     - 11.43 ns
   * - P_sw
     - 0.0009228 W
   * - Count of flip-flops with a built-in enable after synthesis
     - 0
   * - CTS Buf Count
     - 5
   * - Y dimension of the die
     - 131.0 um
   * - RSZ-0062 raised after global routing
     - no
   * - Post-route clock skew
     - 0.007358 ns
   * - Number of instances in the synthesized netlist
     - 1138
   * - Placed wire-length estimate
     - 18010 um
   * - Post-synthesis sequential area ratio
     - 7.941%
   * - Most used DFF post-synth
     - dfxtp_1
   * - Max-cap violations
     - 0
   * - Count of final hold-check violations
     - 0
   * - Post-synthesis cell type count
     - 101
   * - Most popular library cell in the synthesized design by count
     - ha_1
   * - Summed instance area of the synthesized netlist
     - 8319 um2
   * - Antenna violations before repair
     - 0
   * - Fraction of power consumed by sequential logic
     - 7.4%
   * - DIE AREA
     - 17160 um2
   * - Ratio of cells with drive above 1 in the final layout
     - 6.161%
   * - Critical path arrival
     - 7.83 ns
   * - Mean post-synth cell area
     - 7.310 um2
   * - Count of cells resized by post-cts repair
     - 0
   * - Largest fanout of any net on the critical path
     - 11
   * - DR vias/cell
     - 6.143
   * - Hold_ws
     - 0.5569 ns
   * - Number of antenna repair diodes
     - 0
   * - Number of levels in the clock H-tree
     - 2
   * - Total of hold buffers inserted after clock tree synthesis
     - 0
   * - Worst Setup Start Kind
     - register
   * - Critical Path End Type
     - primary output
   * - Worst hold-check path type
     - reg -> reg
   * - Starting DRT DRC Count
     - 485
   * - Synth cell count leaders
     - 105 x ha_1, 97 x nand2_1, 97 x nor2_1, 79 x a21oi_1
   * - Vias in the first global route
     - 7439
   * - LEAKAGE
     - 3.787 nW
   * - Global-route total usage across every layer
     - 28.40%
   * - Final Cycle Share
     - 63.50%
   * - IO Port Bufs
     - 22
   * - Maximum number of pins on one net before global-route repair
     - 34
   * - Run status
     - finished clean
   * - Area added between synthesis and finish
     - 5.580%
   * - Register-to-register path setup slack
     - 7.71 ns
   * - Die extent in x
     - 131.0 um
   * - Clock latency on the worst-skew pair
     - 0.28 ns
   * - Switch share
     - 51.64%
   * - Final Core Density
     - 54.70%
   * - Number of pins exceeding their max-slew limit in the final report
     - 0
   * - Drt first pass iters
     - 5
   * - Post-layout power
     - 0.001787 W
   * - Async SR Flop Fraction
     - 0%
   * - Post-synthesis cell type with the largest combined area
     - ha_1
   * - OpenROAD warnings
     - 48
   * - Internal power
     - 0.0008642 W
   * - Data required time at the worst endpoint
     - 14.40 ns
   * - Total global routing overflow
     - 0
   * - Total Routed Length
     - 23140 um
   * - # rows
     - 46
   * - Ys cells
     - 1138
   * - Largest cells by area after synthesis
     - ha_1 16%, xnor2_1 8.1%, dfxtp_1 7.9%
   * - WL per Instance
     - 17.32 um
   * - Number of DRC violations after detailed routing
     - 0
   * - Vias post-DR
     - 8207
   * - Top achievable clock speed
     - 87.49 MHz
[critical path, stage by stage, from the launching register on]
cell             delay, ns
dfxtp_1               0.50
inv_1                 0.24
ha_1                  0.25
o21a_1                0.18
nor2_1                0.31
xnor2_1               0.20
or4_1                 0.50
a2111oi_0             0.42
buf_4                 0.21
nor3_1                0.05
xnor2_1               0.45
a21oi_1               0.18
nor2_1                0.17
nand4b_1              0.44
a22oi_1               0.52
nor4b_1               0.39
and3_1                0.37
or2_2                 0.20
nor2_1                0.06
a31oi_1               0.18
nand4_1               0.12
nand3_1               0.20
ha_1                  0.16
inv_1                 0.04
fa_1                  0.37
xor2_1                0.18
xnor2_1               0.16
clkdlybuf4s50_1       0.47
[cells in the final DEF (no fill, tap or decap), types with 10 or more instances in the layout]
cell / instances
ha_1: 105
nand2_1: 97
nor2_1: 97
a21oi_1: 79
inv_1: 77
xnor2_1: 77
o21ai_0: 48
dfxtp_1: 33
nor3_1: 32
nand3_1: 30
a211oi_1: 28
xor2_1: 28
a21o_1: 22
clkdlybuf4s50_1: 22
buf_4: 17
or3_1: 15
o211ai_1: 13
nor2b_1: 13
a31oi_1: 13
a221oi_1: 13
nand4_1: 12
nor4_1: 11
fa_1: 11
mux2i_1: 10
o31ai_1: 10
o22ai_1: 10
[layer usage]
metal,track usage (%),vias up,wire length [um]
li1,-,4159,-
met1,40.24,3742,10610
met2,47.40,264,10870
met3,2.653,42,1195
met4,6.018,0,462
met5,0,-,0
[stage by stage]
step	setup slack (ns)	cell area (um2)
after detailed placement	6.963	8653
after CTS	6.580	8783
after global routing	5.792	8783
final	6.570	8783
after global placement	6.914	8653
after floorplan	8.075	8319
[flip-flops by register name, indices dropped and copies added, names as in the netlist]
signal / count
second: 8
lasttime: 16
finish: 1
minute: 8
[cells by family after synthesis]
logic type	synth area share, %
AND/OR/NAND/NOR	23.01
AND-OR/OR-AND	30.44
buffers and inverters	7.008
adder cells (fa/ha/maj)	19.07
XOR/XNOR	11.05
flip-flops	7.941
multiplexers	1.474
[area by class of cell]
type	instances	area (um2)
inverter	78	292.8
clock buffer	5	125.1
tap	216	270.3
fill	1547	7274
clock inverter	1	5.005
sequential	33	660.6
timing repair buffer	39	347.8
multi-input combinational	964	7082
[power groups by stage]
stage     logic [W]  registers, W  clock network, W
4_1_cts     0.00158      0.000131         0.0000835
5_1_grt     0.00178      0.000136         0.0000858
6_report    0.00157      0.000132         0.0000820
[path summary, 6_finish.rpt]
| kind | from | to | cells past startpoint |
|---|---|---|---|
| min reg2reg | lasttime[2] | lasttime[2] | 2 |
| max reg2reg | lasttime[11] | second[7] | 36 |
| min | lasttime[2] | lasttime[2] | 2 |
| max | minute[4] | minute0[3] | 27 |
Power and IR drop assume default switching activity.
