--- ./config.mk ---
export PLATFORM = sky130hd
export DESIGN_NAME = Show
export DESIGN_NICKNAME = Show
export VERILOG_FILES = /design/flow/design.v
export SDC_FILE = /design/flow/constraint.sdc
export NUM_CORES = 4
export LEC_CHECK = 1
export CORE_AREA = 10 10 70 70
export DIE_AREA = 0 0 80 80
--- ./constraint.sdc ---
current_design Show

set clk_period 1.8
set clk_io_pct 0.2

create_clock -name clk0 -period $clk_period [get_ports {Clk1}]

set non_clock_inputs [all_inputs -no_clocks]
set_input_delay [expr $clk_period * $clk_io_pct] -clock clk0 $non_clock_inputs
set_output_delay [expr $clk_period * $clk_io_pct] -clock clk0 [all_outputs]
--- ./design.v ---
module Show(Clk1,All,Out,Select);
	input Clk1;
	input [15:0]All;
	output [6:0]Out;
	output [3:0]Select;
	wire [27:0]Temp;
	reg [17:0]Count;
	reg [6:0]Out;
	reg [3:0]Select;
	decoder7448 D74481(.A(All[3:0]),.EN(Select[0]),.OUT(Temp[6:0]));
	decoder7448 D74482(.A(All[7:4]),.EN(Select[1]),.OUT(Temp[13:7]));
	decoder7448 D74483(.A(All[11:8]),.EN(Select[2]),.OUT(Temp[20:14]));
	decoder7448 D74484(.A(All[15:12]),.EN(Select[3]),.OUT(Temp[27:21]));
	reg [1:0]Sel;
	always @(posedge Clk1)
		begin 
			if(Sel == 2'b11)
				Sel = 2'b00;
			else 
				Sel = Sel+1;
		end
	always 
		begin
		if(Sel == 2'b00)begin
			Out=Temp[6:0];
			Select=4'b0001;
			end
		else if(Sel == 2'b01)begin	
			Out=Temp[13:7];
			Select=4'b0010;
			end
		else if(Sel == 2'b10)begin	
			Out=Temp[20:14];
			Select=4'b0100;
			end
		else begin
			Out=Temp[27:21];
			Select=4'b1000;
			end
	end
endmodule
module decoder7448(EN,A,OUT);
	input [3:0] A;
	input EN;
	output [6:0]OUT;
	reg [6:0]OUT;
	always @(A or EN)
	begin
		if(~EN)
			OUT=7'b0000000;
		else
			case(A)
			4'd0:  OUT=7'b0111111;
			4'd1:  OUT=7'b0000110;
			4'd2:  OUT=7'b1011011;
			4'd3:  OUT=7'b1001111;
			4'd4:  OUT=7'b1100110;
			4'd5:  OUT=7'b1101101;
			4'd6:  OUT=7'b1111100;
			4'd7:  OUT=7'b0000111;
			4'd8:  OUT=7'b1111111;
			4'd9:  OUT=7'b1100111;
			4'd10: OUT=7'b1011000;
			4'd11: OUT=7'b1001100;
			4'd12: OUT=7'b1100010;
			4'd13: OUT=7'b1101001;
			4'd14: OUT=7'b1111000;
			4'd15: OUT=7'b0000000;
			endcase
	end
endmodule
--- ./run.sh ---
#!/bin/bash
# OpenROAD 26Q1-2900-gdf79404cd8, Yosys 0.63+post, stock flow scripts
make -C /OpenROAD-flow-scripts/flow DESIGN_CONFIG=/design/flow/config.mk WORK_HOME=/design/flow/orfs finish
==> run notes <==
Figures from the implementation reports.

- The vertical die size reads 80 um.
- The die is 80 um wide.
- CTS added clock buffers totalling 3.
- The placeable core area reads 0.003416 mm^2.
- Grouping non-sequential cells by family puts the most area in adder cells.
- The number of filler instances in the final layout reads 285.
- Looking at the clock tree report, the H-tree level count equals 1.
- The top routing layer in use is met3.
- The simple logic cell fraction of the synthesized area is 16.54%.
- The proportion of synthesized flip-flops having asynchronous set or reset reads 0%.
- The worst hold path class reads reg -> reg.
- The fraction of the mapped netlist area in compound gates reads 25.31%.
- The data required time of the critical path is 1.44 ns.
- The number of vias per cell is 4.934.
- The data arrival time of the worst path is 1.74 ns.
- The setup skew after layout is 0.005921 ns.
- The final wirelength reads 3296 um.
- The number of vias after detailed routing is 1,263.
- The number of standard cells after synthesis is 142.
- The number of global-route vias before repair is 1,274.
- The smallest setup slack after layout reads -0.2992 ns.
- Looking at the max-slew report, the worst-margin pin has a slew of 0.4400 ns.
- The critical path endpoint category reads an output pin.
- The insertion delay to the later sink of the worst-skew pair reads 0.22 ns.
- The xor/xnor cell area share of the yosys netlist reads 0%.
- The violation tally from detailed-route iteration zero is 69.
- Dividing total power by cell area gives a power density of 197.4 mW/mm^2.
- The average size of a mapped cell is 7.833 um^2.
- The boundary pin count reads 28.
- The power after layout is 0.3858 mW.
- The share of total power in sequential cells reads 11.6%.
- The routed design uses 103 um of met3 wire.
- The leading cell type by number of instances after synthesis is ha_1.
- For reference, the mux area share after synthesis is 11.59%.
- The kind of launch point of the worst setup path is a register.
- The upper clock frequency limit reads 0.4764 GHz.
- The predominant post-synthesis flop cell reads dfxtp_1.
- The chip area from the yosys synthesis statistics reads 0.001112 mm^2.
- In this run the power spent charging and discharging nets is 0.1405 mW.
- The number of distinct library cells after synthesis reads 35.
- The total number of yosys warnings reads 2.
- The fraction of layout cells with a size suffix above 1 is 50.00%.
- The number of nets still failing antenna checks after routing is 0.
- The number of antenna diodes reads 0.
- Looking at the clock tree report, the root buffer type is clkbuf_4.
- The hold buffer count at cts is 0.
- The detailed route wirelength on metal2 reads 1525 um.
- The largest fanout of any net on the critical path is 3.
- The placed wire-length estimate after detailed placement is 2415 um.
- The peak supply drop reads 0.0001325 V.
- The initialized floorplan defines 21 standard-cell rows.
- The met1 wire length is 1667 um.
- The final tally of setup violations reads 7.
- The number of enable-type register cells in the synthesized netlist reads 0.
- The flip-flop count of the largest register, all copies and words added is 2.
- The overall die size recorded for this design is 0.006400 mm^2.
- The setup TNS after final layout is -1.654 ns.
- Setup repair after global routing could not meet its margin everywhere.
- The checks that failed: negative setup slack.
- The total count of hold-check failures in the final report is 0.
- The final number of max-transition violations reads 0.
- Per the run summary, max-cap violations total 0.
- The number of flip-flops and latches in the synthesized netlist is 2.
- The cell-mix breakdown from Yosys lists the adder-cell area share as 30.37%.
- The netlist area before placement reads 0.001112 mm^2.
- Summing the sequential cell areas from Yosys gives 3.600% of the chip area.
- The minimum period implied by the final worst setup slack is 2.099 ns.
- The first-pass GRT wire length is 5464 um.
- Combinational cells account for 63.2% of the total power.
- The period utilization reads 116.6%.
- The core utilization at floorplan is 32.56%.
- The residual DRC count reads 0.
- Per the run report, area growth between synthesis and finish was 75.70%.
- The run finished, with violations left.
- The number of cell instances after yosys synthesis reads 142.
- The clock tree from TritonCTS reads yes.
- After synthesis, the most frequently instantiated cells are ha_1 (27), inv_1 (16), nand2_1 (15), nor2b_1 (10), o21ai_0 (9).
- The first-pass iteration count of the detailed router is 4.
- The clock edge transition at the registers on the reported setup and hold paths reads 0.03 ns.
- Internal power comes to 0.2453 mW.
- The cell leakage power reads 0.9365 nW.
- The clock sink count reads 2.
- After synthesis, the cell types taking the most area are ha_1 (30%), nor2b_1 (5.6%), inv_1 (5.4%), nand2_1 (5.1%), mux2i_1 (4.5%).
- The start-to-end type of the worst setup path reads reg -> out.
- The post-placement worst setup slack is -1.074 ns.
- Of the total power, the clock network draws 25.2%.
- For this run, the total global-route usage over all layers was measured as 9.879%.
- The initial antenna violation count reads 0.
- The largest net degree at the start of global routing reads 9.
- The tool warning count is 49.
- Switching power as a fraction of the total was reported as 36.42%.
- The synthesized design spends more area on one cell type than any other, namely ha_1.
- The buffer_ports step reported a buffer count of 27.
- Per the gpl log, the routability congestion estimate is 0.9121.
- The routed design shows a wire length per standard cell of 12.88 um.
- Per the synthesis report, the single largest cell type by area occupies 30.37% of cell area.
- After global routing the overflow that remains totals 0.
- The maximum number of buffers from clock root to sink reads 2.
- The worst relative slew slack is 70.30%.
## cell type report
class,instances,area (um^2),share of cell area [%]
flip-flops and latches,2,42.54,2.177
inverters,16,62.56,3.201
well taps,46,57.56,2.945
repair buffers,77,634.4,32.46
clock buffers,3,22.52,1.152
multi-input cells,112,1135,58.07
## per-stage QoR
step / hold WS, ns / area (um^2) / utilization [%] / cells
3_3_place_gp: 0.5382 / 1645 / 48.17 / 241
2_1_floorplan: 0.4479 / 1112 / - / 142
5_1_grt: 0.5981 / 1954 / 57.22 / 256
4_1_cts: 0.5569 / 1902 / 55.68 / 254
6_report: 0.5827 / 1954 / 57.22 / 256
3_5_place_dp: 0.5502 / 1645 / 48.17 / 241
## routing by layer
layer	up-vias	track usage (%)
met4	0	1.056
met3	0	0.9091
met5	-	0
li1	647	-
met2	27	16.45
met1	589	13.84
## worst max-delay path, cell delays in order (launching register included)
cell      delay [ns]
dfxtp_2         0.35
inv_2           0.06
ha_4            0.15
and2b_1         0.24
buf_6           0.11
o311ai_1        0.10
and3_1          0.19
a221oi_2        0.18
buf_2           0.15
## power groups by stage
stage                 Sequential (mW)  Clock, mW  Combinational (mW)
after CTS                      0.0446      0.102               0.234
after global routing           0.0446      0.105               0.267
final                          0.0447     0.0974               0.244
## cell usage in the layout, fill, tap and decap left out, drive strengths merged, types with 4 or more instances in the layout
| cell | n |
|---|---|
| ha | 27 |
| buf | 62 |
| nand2 | 15 |
| a221oi | 4 |
| inv | 16 |
| o211ai | 4 |
| o311ai | 5 |
| dlygate4sd2 | 8 |
| o21ai | 9 |
| mux2i | 5 |
| clkbuf | 4 |
| nor2b | 10 |
## cell families (layout without fill, tap and decap cells)
logic type / count (synthesis) / count (layout)
AND-OR/OR-AND: 39 / 39
adder cells (fa/ha/maj): 27 / 27
buffers and inverters: 28 / 96
flip-flops: 2 / 2
multiplexers: 10 / 10
AND/OR/NAND/NOR: 36 / 36
## worst paths after layout
kind	from	endpoint	slack (ns)	cells after the start
worst max-delay path	Sel[0]	Out[5]	-0.30	8
worst min-delay path	Sel[0]	Sel[0]	0.58	2
worst max register to register	Sel[0]	Sel[1]	0.70	5
worst min register to register	Sel[0]	Sel[0]	0.58	2
## repair_timing
action                     4_1_cts  5_1_grt
gates resized                  114       11
pin swaps                       20        5
buffers inserted                10        2
setup endpoints to repair        9       10
Power figures rest on the tool's default switching activity, not on a simulated workload.
