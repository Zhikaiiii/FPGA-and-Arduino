==> flow/design.v <==
module control(clk, finish, value, able, direc, clea, led, to_fin, state,twice_play);
input clk;
input [3:0] value;
input finish;
output reg able;
output reg direc;
output reg clea;
output reg to_fin;
output reg twice_play;
output reg [5:0] led;
output reg [2:0] state;
parameter [7:0] initi = 8'b00000001;
parameter [7:0] recording = 8'b00000010;
parameter [7:0] record_pause = 8'b00000100;
parameter [7:0] record_finish = 8'b00001000;
parameter [7:0] playing = 8'b00010000;
parameter [7:0] play_pause = 8'b00100000;
parameter [7:0] move_forward = 8'b01000000;
parameter [7:0] move_backward = 8'b10000000;
reg [7:0] current_state = initi;
reg [7:0] next_state = initi;
parameter [3:0] i_on = 4'b0001; 
parameter [3:0] i_pause = 4'b0010; 
parameter [3:0] i_clear = 4'b0011; 
parameter [3:0] i_back = 4'b0100; 
reg valid_val;
initial
begin
	current_state <= initi;
	next_state <= initi;
	valid_val <= 0;
end
always@(negedge clk) 
begin
	current_state = next_state;
end
always@(posedge clk) 
begin
	if(value == 4'b1111)
		valid_val = 0; 
	case(current_state)
	initi: 
	begin
		if(value == i_on && valid_val == 0)
		begin
			next_state = recording;
			valid_val = 1;
		end
	end
	recording: 
	begin
		if(value == i_on && valid_val == 0 )
		begin
			next_state = record_finish;
			valid_val = 1;
		end
		else if(value == i_pause && valid_val == 0)
		begin
			next_state = record_pause;
			valid_val = 1;
		end
	end
	record_pause: 
	begin
		if(value == i_on || value == i_pause && valid_val == 0)
		begin
			next_state = recording;
			valid_val = 1;
		end
	end
	record_finish: 
	begin
		if(value == i_on && valid_val == 0)
		begin
			next_state = playing;
			valid_val = 1;
		end
		else if(value == i_clear || value == i_back && valid_val == 0)
		begin
			next_state = initi;
			valid_val = 1;
		end
	end	
	playing: 
	begin
		if(finish == 1 || value == i_on && valid_val == 0)
		begin
			next_state = record_finish;
			valid_val = 1;
		end
		else if(value == i_pause && valid_val == 0)
		begin
			next_state = play_pause;
			valid_val = 1;
		end
		else if(value == i_clear && valid_val == 0)
		begin
			next_state = move_forward;
			valid_val =1;
		end
		else if(value == i_back && valid_val == 0)
		begin
			next_state = move_backward;
			valid_val =1;
		end
	end
	play_pause: 
	begin
		if(value == i_on || value == i_pause && valid_val == 0)
		begin
			next_state = playing;
			valid_val = 1;
		end
	end
	move_forward: 
	begin
		if(value == i_on && valid_val ==0)
		begin
			next_state = playing;
			valid_val = 1;
		end
		else if(finish == 1 && valid_val == 0)
		begin
			next_state = record_finish;
			valid_val =1;
		end
	end
	move_backward: 
	begin
		if(value == i_on && valid_val ==0)
		begin
			next_state = playing;
			valid_val = 1;
		end
		else if(finish == 1 && valid_val == 0)
		begin
			next_state = record_finish;
			valid_val =1;
		end
	end
	default:
		next_state = initi;
	endcase
end
always@(posedge clk) 
begin
	case(current_state)
	initi:
	begin
		state = 3'b000;		 
		able = 0;				 
		direc = 0;				 
		clea = 1;				 
		to_fin = 0;				 
		twice_play=0;			 
	end
	recording:
	begin
		state = 3'b001;
		able = 1;
		direc = 0;
		clea = 0;
		to_fin = 0;
		twice_play=0;
	end
	record_pause:
	begin
		state = 3'b010;
		able = 0;
		direc = 0;
		clea = 0;
		to_fin = 0;
		twice_play=0;
	end
	record_finish:
	begin
		state = 3'b011;
		able = 0;
		direc = 0;
		clea = 0;
		to_fin = 1;
		twice_play=0;
	end
	playing:
	begin
		state = 3'b100;
		able = 1;
		direc = 1;
		clea = 0;
		to_fin = 0;
		twice_play=0;
	end
	play_pause:
	begin
		state = 3'b101;
		able = 0;
		direc = 1;
		clea = 0;
		to_fin = 0;
		twice_play=0;
	end
	move_forward:
	begin
		state = 3'b110;
		able = 1;
		direc = 1;
		clea = 0;
		to_fin = 0;
		twice_play=1;
	end
	move_backward:
	 begin
		state = 3'b111;
		able = 1;
		direc = 0;
		clea = 0;
		to_fin = 0;
		twice_play=1;
	end
	default:
	begin
		state = 3'b111;
		able = 0;
		direc = 0;
		clea = 0;
		to_fin = 0;
		twice_play=0;
	end
	endcase
end
always@(posedge clk)
begin
	case(current_state)
	initi: begin
			led = 6'b000001;
			end
	recording: begin
			led = 6'b000010;
			end
	record_pause:begin
			led = 6'b000100;
			end
	record_finish:	begin
			led = 6'b001000;
				end
	playing: begin
			led = 6'b010000;
				end
	play_pause: begin
			led = 6'b100000;
				end
	move_forward:begin
			led = 6'b110000;
				end
	move_backward:begin
			led = 6'b111000;
            end					
	default:
		begin 
			led = 6'b111111;
		end 	
	endcase
end
endmodule
==> flow/run.sh <==
#!/bin/bash
# OpenROAD 26Q1-2900-gdf79404cd8, Yosys 0.63+post, stock flow scripts
make -C /OpenROAD-flow-scripts/flow DESIGN_CONFIG=/design/flow/config.mk WORK_HOME=/design/flow/orfs finish
==> flow/config.mk <==
export PLATFORM = sky130hd
export DESIGN_NAME = control
export DESIGN_NICKNAME = control
export VERILOG_FILES = /design/flow/design.v
export SDC_FILE = /design/flow/constraint.sdc
export NUM_CORES = 4
export LEC_CHECK = 1
export CORE_UTILIZATION = 30
==> flow/constraint.sdc <==
current_design control

set clk_period 3.1
set clk_io_pct 0.2

create_clock -name clk0 -period $clk_period [get_ports {clk}]

set non_clock_inputs [all_inputs -no_clocks]
set_input_delay [expr $clk_period * $clk_io_pct] -clock clk0 $non_clock_inputs
set_output_delay [expr $clk_period * $clk_io_pct] -clock clk0 [all_outputs]
==> results.txt <==
Implementation results are summarized by area below.

Global route
The number of global-route vias before repair is 1181. The first global-routing pass estimated ~5700 um of wire. Entering global routing, the biggest net connects 13 pins. Total global-route track usage over all layers is roughly 15%. The total congestion overflow after global routing is 0. The initial antenna violation count is 0.

Run status
The run finished, with violations left. The checks that failed: negative setup slack.

Pwr
The internal portion of the total power is approximately 960 uW. The flow reported a cell area power density of between 600 and 700 nW/um2. The switching share of power is 27.16%. The leakage component of the power is between 0.9 and 1 nW.

The share of total power dissipated in sequential elements is between 40 and 50%. The power after layout is ~1.3 mW. For this design the total switching power over the nets is 357.5 uW. The worst-case IR drop observed on VDD is approximately 0.34 mV. The power share of the combinational group is ~26%. The clock share of power is between 20% and 30%.

Place
The count of placed standard cells including taps is between 200 and 250. The total half-perimeter wirelength after legalization and detailed placement is between 2000 and 3000 um. The cell area after placement is ~1900 um2. Logged for this run, the post-placement worst setup slack is -0.2224 ns. Per the gpl log, the routability congestion estimate is 0.8905.

The number of port buffers is 19.

Yosys
The share of synthesized area in the top cell type comes to between 30% and 40%. Per the synth stats, the proportion of register bits with asynchronous set or reset is 0%. Per the Yosys statistics, synthesis produced around 140 cells. The most common cell in the synthesized netlist is sky130_fd_sc_hd__dfxtp_1. In this run the cell area of the synthesized design comes to roughly 1400 um2.

Warnings reported by Yosys during synthesis add up to 1. Per the synth log, the flip-flop and latch total comes to 31. A synthesized cell averages approximately 9.8 um2.

After synthesis, the most frequently instantiated cells are sky130_fd_sc_hd__dfxtp_1 (23), sky130_fd_sc_hd__nand2_1 (17), sky130_fd_sc_hd__o21ai_0 (13). Yosys mapped a number of flops with a built-in enable equal to 8. The gate count of the mapped netlist is 140. The share of the Yosys chip area taken by registers is between 50% and 60%. The main area contributors are sky130_fd_sc_hd__dfxtp_1 (33%), sky130_fd_sc_hd__edfxtp_1 (17%), sky130_fd_sc_hd__o21ai_0 (4.7%), sky130_fd_sc_hd__nand2_1 (4.6%), sky130_fd_sc_hd__nor4_4 (3.1%).

Looking at the cell usage after synthesis, the top flip-flop cell is sky130_fd_sc_hd__dfxtp_1. In the synthesis report, Yosys lists the chip area as roughly 1400 um2. The count of cell types in the netlist is between 40 and 50.

The largest area contributor in the netlist is sky130_fd_sc_hd__dfxtp_1.

Floorplan
The die area is 4858 um2. The die extent in y is ~70 um. During I/O placement, the number of pins put on the boundary was 20. Before placement the cells fill about a third of the core.

The core region area is around 4400 um2. From left edge to right edge, the die measures 69.70 um. In this run the core area contains 24 standard-cell rows.

Setup path
In this design, the largest share of critical-path delay is due to simple AND/OR/NAND/NOR gates. The number of cells on the critical path is 5. The largest individual stage delay along the critical path comes from the cell sky130_fd_sc_hd__or3_4. Per STA, the highest per-stage delay on the worst path measures 0.37 ns. The cell sequence reported for the critical path is nor4_4 > nand4b_1 > or3_4 > a21o_1 > o211a_4. STA classifies the critical path startpoint as a register. The critical path contains buffers and inverters numbering 0 combined. STA puts the critical path data arrival time at between 3 and 4 ns. The worst setup path is captured at a register. The logic depth of the worst register-to-register path is 5. STA lists the maximum fanout along the critical path as 8. The worst setup path is of the register to register kind. The required time of the worst setup path is ~3.2 ns.

Min path
In the hold timing report, the worst path depth is 2. In this run the worst hold path is classified as register to register.

Final layout
Cells fill between 40% and 50% of the core in the end. The layout summary lists the proportion of cells stronger than drive strength 1 as between 30 and 40%. From synthesis to final layout, the design area changed by 53.96%. The post-route cell area is between 2000 and 2500 um2.

The filler-free cell count of the finished design is 256.

Route
After detailed routing, the number of remaining DRC violations is 0. The number of antenna diodes in the final layout is 0. The wire length after detailed routing is around 3400 um.

Once detail routing completed, the nets flagged for antenna violations numbered 0. The iteration count recorded for the first detailed-route pass is 4. The via density per instance is between 4 and 5. The total via count in the routed design is 1251. For this block, the initial DRC count from the detailed router was between 60 and 70.

The wire length per cell after detailed routing is 13.41 um.

STA
Hold is met by around 0.66 ns. The sum of negative setup slack is -3.426 ns. The count of final max-slew check failures is 0. After layout, the worst setup slack is -0.3116 ns. Setup repair after global routing could not meet its margin everywhere. The worst setup skew after layout is roughly 0.064 ns. Setup violations remaining at the end of the flow were counted as 17. The pin slew with the least headroom to its limit is approximately 0.43 ns. The max-slew check reports its worst relative slack as 70.92%. Per the final timing report, the hold violations number 0.

CTS
The count of hold buffers inserted by post-cts repair is 0. The largest buffer count on any clock path is 2. For this design, the sink count on the clock tree is 31. The clock tree from TritonCTS is done. The maximum level of the CTS H-tree is 2.

The insertion delay to the later sink of the worst-skew pair is between 0.3 and 0.4 ns. The timing report gives the clock slew at the launch and capture registers of the worst setup and hold paths as 0.07 ns. The clock root buffer is sky130_fd_sc_hd__clkbuf_8.

CTS added clock buffers totalling 5.

Run
Across all stage logs, warnings added up to 36. The max capacitance violation total is 0.
## flip-flops by register name, summed over array words and instances (netlist names)
signal and cells:
able 1, twice_play 1, clea 1, current_state 8, direc 1, valid_val 1, state 3, to_fin 1
next_state 8, led 6
## power groups by stage
stage                 Sequential (mW)  Clock, mW  Combinational (mW)
after CTS                       0.613      0.371               0.320
after global routing            0.626      0.402               0.370
final                           0.613      0.367               0.337
## worst register-to-register path, stage by stage (launching register included)
cell and delay [ns]:
sky130_fd_sc_hd__dfxtp_2 0.34, sky130_fd_sc_hd__nor4_4 0.30, sky130_fd_sc_hd__nand4b_1 0.19, sky130_fd_sc_hd__or3_4 0.37, sky130_fd_sc_hd__a21o_1 0.18, sky130_fd_sc_hd__o211a_4 0.18
## cells in the final DEF, fill, tap and decap left out, types with 3 or more instances in the layout
cell type,count
sky130_fd_sc_hd__clkdlybuf4s50_1,19
sky130_fd_sc_hd__nor4_4,3
sky130_fd_sc_hd__nand2_1,16
sky130_fd_sc_hd__dfxtp_4,3
sky130_fd_sc_hd__buf_4,32
sky130_fd_sc_hd__inv_1,14
sky130_fd_sc_hd__dfxtp_2,4
sky130_fd_sc_hd__clkbuf_8,5
sky130_fd_sc_hd__edfxtp_1,8
sky130_fd_sc_hd__nor2_1,9
sky130_fd_sc_hd__dfxtp_1,16
sky130_fd_sc_hd__nor2b_1,3
sky130_fd_sc_hd__o21ai_0,11
sky130_fd_sc_hd__nand3_1,5
sky130_fd_sc_hd__nand2b_1,3
sky130_fd_sc_hd__buf_6,5
## cell families (layout without fill, tap and decap cells)
logic type,after synthesis,count (layout),share of synthesized area [%]
AOI/OAI and AO/OA,32,32,16.02
xor gates and xnor gates,2,2,1.274
buffers and inverters,14,78,4.731
DFF,31,31,50.96
and+or+nand+nor,61,61,27.02
## final timing paths
kind,start,slack (ns),endpoint
hold reg to reg,valid_val,0.66,valid_val
setup reg to reg,current_state[2],-0.31,next_state[0]
hold / removal,valid_val,0.66,valid_val
setup / recovery,current_state[2],-0.31,next_state[0]
## metal layers
metal | GRT usage [%] | wire length, um | part of all wire (%) | vias to the layer above
met5 | 0 | 0 | 0 | -
met4 | 1.778 | 34 | 0.99 | 0
met3 | 3.392 | 117 | 3.4 | 4
met2 | 22.22 | 1504 | 44 | 22
met1 | 24.95 | 1776 | 52 | 591
li1 | - | - | - | 634
## cell type report
type,count,area (um2)
inverters,6,22.52
flip-flops and latches,31,716.9
clock buffers,5,68.82
well taps,52,65.06
fillers,391,2267
clock inverters,11,56.30
multi-input cells,95,700.7
repair buffers,56,486.7
## timing repair
item,in CTS,in global routing
gates resized,18,12
pin swaps,3,4
setup buffers,2,1
endpoints found under the setup margin,24,27
Power is estimated from default activity; no workload was simulated.
